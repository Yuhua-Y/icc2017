$ cat /design/flow/run.sh
#!/bin/bash
# OpenROAD 26Q1-2900-gdf79404cd8, Yosys 0.63+post, stock flow scripts
make -C /OpenROAD-flow-scripts/flow DESIGN_CONFIG=/design/flow/config.mk WORK_HOME=/design/flow/orfs finish
$ cat /design/flow/config.mk
export PLATFORM = sky130hd
export DESIGN_NAME = DT
export DESIGN_NICKNAME = DT
export VERILOG_FILES = /design/flow/design.v
export SDC_FILE = /design/flow/constraint.sdc
export NUM_CORES = 4
export LEC_CHECK = 1
export CORE_UTILIZATION = 50
$ cat /design/flow/constraint.sdc
current_design DT

set clk_period 6.4
set clk_io_pct 0.2

create_clock -name clk0 -period $clk_period [get_ports {clk}]

set non_clock_inputs [all_inputs -no_clocks]
set_input_delay [expr $clk_period * $clk_io_pct] -clock clk0 $non_clock_inputs
set_output_delay [expr $clk_period * $clk_io_pct] -clock clk0 [all_outputs]
$ cat /design/flow/design.v
module DT(
	input 			clk, 
	input			reset,
	output	reg		done ,
	output	reg		sti_rd ,
	output	reg 	[9:0]	sti_addr ,
	input		[15:0]	sti_di,
	output	reg		res_wr ,
	output	reg		res_rd ,
	output	reg 	[13:0]	res_addr ,
	output	reg 	[7:0]	res_do,
	input		[7:0]	res_di
	);
	reg [3:0]cur_st,next_st;
	parameter IDLE =4'd0,STI_READ=4'd1 ,OBJ_BG=4'd2 ,RES_READ=4'd3 ,FRONT_CALC=4'd4 ,WRITE=4'd5,RES_READ2=4'd6,WRITE2=4'd7,FINISH=4'd8;
	reg [13:0]counter_addr;
	reg [13:0]counter_addr1;
	reg [15:0]sti_data;
	wire [3:0]site;
	wire obj_bg;
	assign obj_bg=sti_data[site];
	assign site=15-counter_addr[3:0]; 
	reg front_end; 
	reg res;
	reg [7:0]res_data,res_data1;
	reg [2:0]counter_5;
	reg [7:0]min_data;
	always @(posedge clk or negedge reset) begin
		if(~reset)
			cur_st<=IDLE;
		else
			cur_st<=next_st;
	end
	always @(*) begin
		case(cur_st)
			IDLE:next_st=(reset)?STI_READ:IDLE;
			STI_READ:next_st=(counter_addr>256)?OBJ_BG:WRITE;
			OBJ_BG:next_st=(obj_bg)?RES_READ:WRITE;
			RES_READ:next_st=(counter_5==5)?FRONT_CALC:RES_READ;
			FRONT_CALC:next_st=WRITE;
			WRITE:next_st=(front_end)?RES_READ2:(site==0)?STI_READ:(counter_addr<256)?WRITE:OBJ_BG;
			RES_READ2:next_st=((counter_5==5)||((counter_5==1)&&(res_data==0)))?WRITE2:RES_READ2; 
			WRITE2:next_st=(counter_addr1==128)?FINISH:RES_READ2;
			FINISH:next_st=FINISH;
			default:next_st=IDLE;
		endcase
	end
	always @(*) begin
		if(~reset)
			res_wr=0;
		else if((cur_st==WRITE)||(cur_st==WRITE2))
			res_wr=1;
		else 
			res_wr=0;
	end
	always @(*) begin
		if(~reset)
			res_rd=0;
		else if((cur_st==RES_READ)||(cur_st==RES_READ2))
			res_rd=1;
		else 
			res_rd=0;
	end
	always @(posedge clk or negedge reset) begin
		if(~reset)
			counter_addr<=0;
		else if(cur_st==WRITE)
			counter_addr<=counter_addr+1;
		else 
			counter_addr<=counter_addr;
	end
	always @(posedge clk or negedge reset) begin
		if(~reset)
			counter_addr1<=16254;
		else if(cur_st==WRITE2)
			counter_addr1<=counter_addr1-1;
	end
	always @(*) begin
		if(~reset)
			sti_rd=0;
		else if(cur_st==STI_READ)
			sti_rd=1;
		else
			sti_rd=0;
	end
	always @(*) begin
		if(~reset)
			sti_addr=0;
		else if(cur_st==STI_READ)
			sti_addr=counter_addr[13:4];	
		else 
			sti_addr=0;
	end
	always @(posedge clk or negedge reset) begin
		if(~reset)
			sti_data<=0;
		else if(cur_st==STI_READ)begin
			sti_data<=sti_di;  
		end
	end
	always @(posedge clk or negedge reset) begin
		if(~reset)
			front_end<=0;
		else if(counter_addr==16383)
			front_end<=1;
	end
	always @(posedge clk or negedge reset) begin
		if(~reset)
			counter_5<=0;
		else if((cur_st==RES_READ)||(cur_st==RES_READ2))
			counter_5<=counter_5+1;
		else
			counter_5<=0;
	end
	always @(*) begin
		if(~reset)
			res_addr=0;
		else if ((cur_st==RES_READ)&(~front_end)) begin
			case (counter_5)
				0:res_addr=counter_addr-129;
				1:res_addr=counter_addr-128;
				2:res_addr=counter_addr-127;
				3:res_addr=counter_addr-1;
				default:res_addr=0;
			endcase
		end
		else if(cur_st==WRITE)
			res_addr=counter_addr;
		else if(cur_st==RES_READ2)begin
			case (counter_5)
				0:res_addr=counter_addr1;
				1:res_addr=counter_addr1+1;
				2:res_addr=counter_addr1+127;
				3:res_addr=counter_addr1+128;
				4:res_addr=counter_addr1+129;
				default:res_addr=0;
			endcase
		end
		else if(cur_st==WRITE2)
			res_addr=counter_addr1;
		else 
			res_addr=0;
	end
	always @(posedge clk or negedge reset) begin
		if(~reset)
			res<=0;
		else if((cur_st==RES_READ)||(cur_st==RES_READ2))
			res<=res+1;
		else
			res<=0;
	end
	always @(posedge clk or negedge reset) begin
		if(~reset)
			res_data<=0;
		else if(cur_st==RES_READ)begin
			if(~res)	
				res_data<=res_di;	
			end
		else if(cur_st==RES_READ2)begin
			if(counter_5==0)
				res_data<=res_di;
			else if(~res)
				res_data<=res_di+1;
		end
	end
	always @(posedge clk or negedge reset) begin
		if(~reset)
			res_data1<=0;
		else if(cur_st==RES_READ)begin
			if(res)
				res_data1<=res_di;	
		end
		else if(cur_st==RES_READ2)begin
			if(res)
				res_data1<=res_di+1;
		end
	end
	always @(posedge clk or negedge reset) begin
		if(~reset)
			min_data<=0;
		else if((cur_st==RES_READ)&(~front_end))begin
			case(counter_5)
			1:min_data<=res_data;
			2:min_data<=min(min_data,res_data1);
			3:min_data<=min(min_data,res_data);
			4:min_data<=min(min_data,res_data1);
			endcase 
		end
		else if(cur_st==RES_READ2)begin
			case(counter_5)
			1:min_data<=res_data; 
			2:min_data<=min(min_data,res_data1);
			3:min_data<=min(min_data,res_data);
			4:min_data<=min(min_data,res_data1);
			5:min_data<=min(min_data,res_data);
			default:min_data<=255;
			endcase
		end
	end
	always @(*) begin
		if(cur_st==WRITE)begin
			if(sti_data[site]==0)
				res_do=0;
			else if(counter_addr<256)
				res_do=1;
			else
				res_do=min_data+1;
		end
		else if(cur_st==WRITE2)
			res_do=min_data;
		else
			res_do=0;
	end
	always @(*) begin
		if(cur_st==FINISH)
			done=1;
		else
			done=0;
	end
	function [7:0]min;
		input [7:0]a,b;
		begin
			 min=(a>b)?b:a;
		end
	endfunction
endmodule
==> impl_summary.log <==
[metrics] run summary
INFO  metric initialDrtViolationCount = 491
INFO  metric logic_area = around 4400 um^2
INFO  metric clock-sinks = 82
INFO  metric count_of_flip_flops_with_a_built_in_enable_after_synthesis = 0
INFO  metric finalCoreUtilization = 0.588
INFO  metric drc = 0
INFO  metric timing_worst_slew_pin_value = 842 ps
INFO  metric clockRootBuffer = clkbuf_16
INFO  metric power.density = between 100 and 150 nW/um^2
INFO  metric overflow = 0
INFO  metric crit_cells = 12
INFO  metric power_frac_seq = 0.478
INFO  metric synthesis.area = 6840 um^2
INFO  metric muxShareOfSynthArea = 0.0552
INFO  metric layout-area-overhead-vs-synth = 14.4%
INFO  metric switching_share = 0.247
INFO  metric tritoncts = yes
INFO  metric post_detailed_route_count_of_antenna_violating_nets = 0
INFO  metric timing.reg2reg.setup_slack = between 3000 and 4000 ps
INFO  metric viasPerCell = just over 6
INFO  metric synth-simple-area-share = 0.204
INFO  metric xor_share = 0.0615
INFO  metric report.power.total = 1100 uW
INFO  metric timing.setup.tns = 0 ps
INFO  metric worst-setup-path-type = reg2out
INFO  metric timing.final.crit_share = 0.839
INFO  metric type_of_the_worst_min_delay_path = reg2reg
INFO  metric cts_buffers = 9
INFO  metric postSynth.topFlopCell = dfrtp_1
INFO  metric grt_start_max_net_pins = 47
INFO  metric finalWirelength = around 19000 um
INFO  metric synth-warning-count = 1
INFO  metric worst_r2r_startpoint = counter_5[1]
INFO  metric critical_path.startpoint_type = flip-flop
INFO  metric skew_final = a little under 6 ps
INFO  metric grtUsageMet3 = 0.0519
INFO  metric busiest_layer = met1
INFO  metric reg2reg_to = min_data[3]
INFO  metric via_count = about 6300
INFO  metric largest_fanout_on_the_critical_path = 9
INFO  metric critical_path_required = a little over 5000 ps
INFO  metric cts_resized = 0
INFO  metric finalHoldViolCount = 0
INFO  metric critical_path.top_delay_family = AND-OR/OR-AND gates
INFO  metric grt_usage = 0.281
INFO  metric min_period = 5370 ps
INFO  metric synth_async_reset_ratio = 1.00
INFO  metric gr-usage-met2 = 0.390
INFO  metric fp.dieH = around 120 um
INFO  metric max_cap_viol_count = 0
INFO  metric ioPinCount = a little over 60
INFO  metric yosys-stat-cells = 820
INFO  metric fmax = between 150 and 200 MHz
INFO  metric warnings = 33
INFO  metric h-tree-depth = 3
INFO  metric synth_cells = slightly above 800
INFO  metric fp.coreArea = about 13000 um^2
INFO  metric path_cells = inv_1 > ha_1 > nand2_1 > inv_1 > ha_1 > a21oi_1 > a2bb2oi_1 > a2bb2oi_1 > mux2i_1 > o211ai_1 > and3_1 > clkdlybuf4s50_1
INFO  metric crit_path_max_incr_delay = between 500 and 600 ps
INFO  metric ctsHoldBuffers = 0
INFO  metric gpl.final_weighted_congestion = just over 0.9
INFO  metric die-area = between 10000 and 15000 um^2
INFO  metric share_clk_of_total_power = 0.476
INFO  metric p_int = 829 uW
INFO  metric switchingPower = ~270 uW
INFO  metric slew_viol_final = 0
INFO  metric detailed_place_hpwl = about 14000 um
INFO  metric synth-seq-area-share = 0.302
INFO  metric slew_headroom = 0.433
INFO  metric clkSlewWorstSetupHoldPaths = ~70 ps
INFO  metric worstRegToRegCells = 7
INFO  metric antenna_found_initial = 0
INFO  metric port_buffers = just over 60
INFO  metric holdCritStartpoint = cur_st[1]
INFO  metric final_design_area_no_fill = 7820 um^2
INFO  metric num_rows = approximately 42
INFO  metric post-cts-setup-buffers = 0
INFO  metric power.static_leakage = 0.00340 uW
INFO  metric timing.critical_path.buf_inv = 3
INFO  metric worst_setup_path_end_kind = output pin
INFO  metric syn_area_per_cell = between 8 and 9 um^2
INFO  metric cpMaxStageDelayCell = a2bb2oi_1
INFO  metric wl_per_cell = between 15 and 20 um
INFO  metric run_status = finished, final reports clean
INFO  metric cp_arrival = slightly above 4000 ps
INFO  metric fa_ha_area_frac = 0.0882
INFO  metric final_layout_size_suffix_gt1_frac = 0.0877
INFO  metric clock_latency = between 300 and 400 ps
INFO  metric drt_first_pass_iters = 5
INFO  metric number_of_buffers_on_the_longest_clock_path = 2
INFO  metric grtUsageMet1 = 0.477
INFO  metric rsz0062_at_grt = false
INFO  metric yosys_area = roughly 6800 um^2
INFO  metric endpoint = res_addr[9]
INFO  metric peakVddDrop = between 100 and 150 uV
INFO  metric setup.worst_path.start = counter_5[0]
INFO  metric finalSetupViolCount = 0
INFO  metric aoi_share = 0.230
INFO  metric initial_utilization = 0.514
INFO  metric number_of_global_route_vias_before_repair = approximately 5700
INFO  metric dieWidth = 119 um
INFO  metric synthDistinctLibCells = 74
INFO  metric grt_first_pass_wirelength = between 30000 and 40000 um
INFO  metric insertedDiodeCount = 0
INFO  metric dpl-instance-area = ~7500 um^2
INFO  metric synthTopLogicFamily = AND-OR/OR-AND gates
INFO  metric synth_flops = just over 80
INFO  metric seqCellArea = a little over 2000 um^2
INFO  metric fillers = approximately 1200
INFO  metric combinationalPowerShare = 0.046
[how the worst min path moves through the flow]
stage	endpoint	slack (ps)	cells past startpoint
finish	cur_st[1]	470	1
global route	cur_st[6]	500	2
CTS	cur_st[1]	460	1
[worst register-to-register path: stages, from the launching register on]
cell and delay, ps:
dfrtp_1 400, inv_1 80, ha_1 300, nor2b_1 680, nor2_1 260, a21oi_2 460, o221ai_1 370, a221o_1 440
[synthesized netlist by cell type, types with 4 or more instances]
cell       instances  area, um^2
a211oi_1           8        60.1
a21o_1             9        67.6
a21oi_1           50         250
a221o_1            6        60.1
a22o_1             4        35.0
a31oi_1            6        37.5
a32oi_1            7        61.3
and2_1             5        31.3
and3_1            24         150
buf_2              4        20.0
clkbuf_1          41         154
dfrtp_1           69        1730
dfstp_2           13         342
ha_1              45         563
inv_1             52         195
mux2_2            20         225
mux2i_1            4        40.0
mux4_2             5         113
nand2_1           60         225
nand2b_1           9        56.3
nand3_1           22         110
nand4_1            8        50.1
nor2_1            77         289
nor2b_1           18         113
nor3_1            18        90.1
nor4_1            11        68.8
o2111ai_1          4        35.0
o211ai_1           9        67.6
o21a_1            13        97.6
o21ai_0           43         215
o21ai_1           13        65.1
o21bai_1           4        30.0
o221ai_1           5        43.8
o22ai_1            4        25.0
o311ai_0           4        35.0
o31a_1             6        52.6
o31ai_1            4        30.0
or3_1              7        43.8
or4_1              7        52.6
xnor2_1           27         236
xor2_1            21         184
[power groups by stage]
stage | registers (uW) | logic, uW | clock network [uW]
4_1_cts | 526 | 51.8 | 534
5_1_grt | 526 | 55.6 | 554
6_report | 526 | 50.5 | 524
[placed cells by master, fill, tap and decap left out, types with 7 or more instances in the layout]
cell type and instances:
a211oi_1 8, a21o_1 9, a21oi_1 50, a32oi_1 7
and3_1 24, buf_4 9, clkbuf_16 9, clkdlybuf4s50_1 60
dfrtp_1 69, dfstp_2 13, ha_1 45, inv_1 52
mux2_2 20, nand2_1 60, nand2b_1 9, nand3_1 22
nand4_1 8, nor2_1 77, nor2b_1 18, nor3_1 18
nor4_1 11, o211ai_1 9, o21a_1 13, o21ai_0 43
o21ai_1 13, or3_1 7, or4_1 7, xnor2_1 27
xor2_1 21
[cell type report]
cell class,instances,share of cell area
Sequential cell,82,0.264
Tap cell,176,0.0282
Clock buffer,9,0.0288
Multi-Input combinational cell,635,0.558
Inverter,53,0.0254
Timing Repair Buffer,69,0.0854
Clock inverter,7,0.00976
[logic make-up (layout without fill, tap and decap cells)]
kind of cell / Yosys count / count (layout)
and+or+nand+nor: 279 / 279
AOI/OAI and AO/OA: 232 / 232
buffers and inverters: 103 / 138
DFF: 82 / 82
xor gates and xnor gates: 48 / 48
adders and majority gates: 47 / 47
muxes: 29 / 29
[registers in the layout, indices dropped and copies added, names as in the netlist]
register / count
counter_5: 3
counter_addr: 14
counter_addr1: 14
cur_st: 9
front_end: 1
min_data: 8
res: 1
res_data: 8
res_data1: 8
sti_data: 16
[per-stage QoR]
step           worst slack [ps]  hold slack, ps  std cells
2_1_floorplan              2130             404        820
5_1_grt                     791             500       1031
3_3_place_gp               1510             439       1015
3_5_place_dp               1450             443       1015
6_report                   1030             466       1031
4_1_cts                    1060             465       1031
[routing by layer]
layer / share of wire / wire (um)
met4: 0.014 / 267
met2: 0.43 / 8080
met3: 0.067 / 1260
met5: 0 / 0
met1: 0.49 / 9130
Power figures rest on the tool's default switching activity, not on a simulated workload.
